### ./design.v
module SPISlaveInterface(clk_in, spi_sclk, spi_mosi, spi_miso, spi_n_ss, tx_buffer, rx_buffer, rx_ready, rx_ready_ack, nss_risen_stable_out);
	input				clk_in;
	input				spi_sclk;
	input				spi_mosi;
	output	reg			spi_miso;
	input				spi_n_ss;
	input		[7:0]	tx_buffer;
	reg			[7:0]	tx_latch;
	output	reg	[7:0]	rx_buffer;
	output	reg			rx_ready;
	input				rx_ready_ack;
	reg			[2:0]	bit_nbr;
	reg					between_bytes;
	reg [2:0] SCKr;
	always @(posedge clk_in) SCKr <= {SCKr[1:0], spi_sclk};
	wire sclk_risingedge = (SCKr[2:1]==2'b01);
	wire sclk_fallingedge = (SCKr[2:1]==2'b10);
	reg [3:0] NSSr;
	always @(posedge clk_in) NSSr <= {NSSr[2:0], spi_n_ss};
	wire nss_risen_stable = (NSSr[3:1]==3'b011);
	output nss_risen_stable_out;
	assign nss_risen_stable_out = nss_risen_stable;
	initial begin
		bit_nbr		<= 3'b000;
		rx_buffer	<= 8'b00000000;
		rx_ready    <= 1'b0;
		spi_miso	<= 1'b0;
		between_bytes <= 1'b0;
	end
	always @ (negedge clk_in) begin
		if(between_bytes) spi_miso <= tx_latch[7];
		if(sclk_fallingedge) begin
			if(bit_nbr == 3'd0) begin
				between_bytes <= 1'b1;
			end else begin
				between_bytes <= 1'b0;
			end
			if(spi_n_ss == 1'b0) begin
				spi_miso <= tx_latch[7-bit_nbr];
			end else begin
				spi_miso <= 1'bZ;
			end
		end
	end
	always @ (posedge clk_in) begin
		if(bit_nbr == 3'd0 || bit_nbr == 3'd7) tx_latch <= tx_buffer;
		if(rx_ready == 1'b1 && rx_ready_ack == 1'b1) begin
			rx_ready <= 1'b0;
		end
		if(spi_n_ss == 1'b0) begin
			if(sclk_risingedge) begin
				rx_buffer[7-bit_nbr]	<= spi_mosi;
				bit_nbr					<= bit_nbr + 1'b1;
				if(bit_nbr == 3'd7) begin
					rx_ready	<= 1'b1;
					bit_nbr		<= 3'd0;
				end
			end
		end
		if(nss_risen_stable) begin
			bit_nbr			<= 1'b0;
		end
	end
endmodule
### ./run.sh
#!/bin/bash
# OpenROAD 26Q1-2900-gdf79404cd8, Yosys 0.63+post, stock flow scripts
make -C /OpenROAD-flow-scripts/flow DESIGN_CONFIG=/design/flow/config.mk WORK_HOME=/design/flow/orfs finish
### ./config.mk
export PLATFORM = sky130hd
export DESIGN_NAME = SPISlaveInterface
export DESIGN_NICKNAME = SPISlaveInterface
export VERILOG_FILES = /design/flow/design.v
export SDC_FILE = /design/flow/constraint.sdc
export NUM_CORES = 4
export LEC_CHECK = 1
export CORE_AREA = 10 10 114 114
export DIE_AREA = 0 0 124 124
### ./constraint.sdc
current_design SPISlaveInterface

set clk_period 3.1
set clk_io_pct 0.2

create_clock -name clk0 -period $clk_period [get_ports {clk_in}]

set non_clock_inputs [all_inputs -no_clocks]
set_input_delay [expr $clk_period * $clk_io_pct] -clock clk0 $non_clock_inputs
set_output_delay [expr $clk_period * $clk_io_pct] -clock clk0 [all_outputs]
==> summary.txt <==
yosys + openroad results -> CTS sink count 29, ys cells approximately 96, CP Max Fanout 1, Pre-Place Util ~12%, Die H 124 µm, Top FF cell, synth edfxtp_1, hpwl dp ~2100 µm, Syn Area/Cell roughly 13 µm², number of global-route vias before repair 777, Slew @ Worst Pin between 0.3 and 0.4 ns, pins over their slew limit 0, DRT Wirelength roughly 2700 µm, MUX area fraction under 10%, Cell Area, Synth about 1200 µm², final hold vios 0, worst vdd ir 167.7 µV, Max clock buf depth 2, die area 15380 µm², fraction of layout cells with a size suffix above 1 a little under a tenth, PnR Total Power approximately 1000 µW, first drt pass iteration count 4, routed vias/inst 3.045, area delta synth->final 41.04%, Late-Pin Clk Latency 0.33 ns, xor+xnor area frac 0%, setup bufs post-CTS 0, WP buf/inv 1, antenna cells 0, All-Layer GR Usage 3.472%, Logic family by area simple AND/OR/NAND/NOR gates, area of the core approximately 10000 µm², Synth async-reset ratio 0%, Yosys Warn Count 2, initial antenna violation count 0, Mapped Cells approximately 96, leak pwr between 0.0006 and 0.0007 µW, CP top delay family flip-flops, Port-buffer cells 23, Synth Area in Adders under 10%, post-route setup slack around 0.069 ns, Place WS between 0.15 and 0.2 ns, Cell variety after synth 27, CTS tree built, slowest CP cell edfxtp_1, Clock Pin Slew Worst Setup and Hold Paths around 0.060 ns, Worst Skew 0.06359 ns, RSZ-0062 raised after global routing false, Yosys Chip Area between 1000 and 1500 µm², Slew headroom 74.90%, Req. time, crit path between 2 and 2.5 ns, CP Launch Type flip-flop, DR WL/cell between 10 and 15 µm, sequential area share after synthesis ~63%, TritonCTS buffer count 5, # fillers 1142, aoi share between 10% and 20%, row count 37, crit path kind flip-flop to output port, Worst Path Arrival around 2.4 ns, Largest stage delay, worst path 0.34 ns, Clk Tree Root Cell clkbuf_8, Hold Path Class flip-flop to flip-flop, GP Congestion 0.7778, outcome finished, final reports clean, Core Util, Final ~16%, pin count of the biggest net entering global routing 14, Final setup viols 0, via count around 810, grt ovf 0, Routed Antenna Nets 0, Die Wd ~120 µm, tool warning count 28, Iter 0 DRT Violations 32, max_cap viols 0, IO Count 24, Power Dens Cells 596.8 nW/µm², Critical Path Sink Type output port, global-route wire length before repair between 4000 and 5000 µm, crit path cell chain clkdlybuf4s15_1, Simple Share, Synth between 10% and 20%, H-tree levels 2, DRC viols 0, number of enable flip-flop cells 18, ys flops 29, final setup TNS 0 ns
-- cell type report --
class | count | area, µm² | area share [%]
clock buffers | 7 | 76.32 | 4.482
repair buffers | 26 | 252.7 | 14.84
flip-flops and latches | 29 | 760.7 | 44.67
multi-input cells | 60 | 412.9 | 24.25
well taps | 136 | 170.2 | 9.993
inverters | 5 | 18.77 | 1.102
clock inverters | 3 | 11.26 | 0.6613
-- registers in the layout, summed over array words and instances, names as in the netlist --
| register | flops |
|---|---|
| bit_nbr | 3 |
| NSSr | 4 |
| tx_latch | 8 |
| spi_miso | 1 |
| SCKr | 3 |
| between_bytes | 1 |
| rx_buffer | 8 |
| rx_ready | 1 |
-- path summary, 6_finish.rpt --
path              slack [ns]        to  cells past startpoint       start
hold / removal          0.33   NSSr[1]                      0     NSSr[0]
setup reg to reg        0.23  spi_miso                      3  bit_nbr[0]
hold reg to reg         0.33   NSSr[1]                      0     NSSr[0]
setup / recovery        0.07  spi_miso                      1    spi_miso
-- through the flow --
step                      area (µm²)  hold slack (ns)  std cells
final                           1703           0.3290        266
after global routing            1703           0.3417        266
after CTS                       1703           0.3297        266
after detailed placement        1619           0.3157        257
after global placement          1619           0.3111        257
after floorplan                 1207           0.3096         96
-- per-layer routing --
layer	GRT usage (%)	up-vias	routed length (µm)
li1	-	418	-
met1	5.004	362	1343
met2	4.669	28	1075
met3	1.791	2	277
met4	0.4317	0	8
met5	0	-	0
-- cells in the mapped netlist, types with 2 or more instances --
cell      number  share of area (%)
nor2b_1        3                1.6
o41ai_1        2                1.5
mux2i_1        4                3.3
nand2b_1       7                3.6
edfxtp_1      18                 45
and3_1         2                1.0
o21ai_0        9                3.7
dfxtp_1       11                 18
mux2_2         2                1.9
inv_1          6                1.9
nand2_1        7                2.2
nand4b_1       2                1.5
ha_1           4                4.1
o31ai_1        3                1.9
nor2_1         4                1.2
-- placed cells by master (no fill, tap or decap), drive strengths merged, types with 2 or more instances in the layout --
cell type,Yosys,layout
dfxtp,11,11
inv,6,7
nor2b,3,3
nand4b,2,2
nor2,4,4
buf,1,3
o31ai,3,3
edfxtp,18,18
ha,4,4
clkdlybuf4s50,0,22
mux2i,4,4
nand2b,7,7
and3,2,2
clkbuf,0,7
o41ai,2,2
nand2,7,7
mux2,2,2
o21ai,9,9
-- timing repair --
action | CTS | global route
setup endpoints to repair | 1 | 0
hold buffers | 0 | 0
resized | 2 | 0
-- power by group --
part           switching, µW  total (µW)  internal [µW]
sequential              26.3         505            479
clock                    142         301            159
combinational            108         210            102
-- logic make-up after synthesis --
| group | after synthesis |
|---|---|
| compound gates | 19 |
| flops | 29 |
| mux | 6 |
| buf+inv | 7 |
| fa+ha+maj | 4 |
| simple gates | 31 |
Power is estimated from default activity; no workload was simulated.

==> design.v <==
module ModuleController(
	clk_in, location, chanbuf_xbar, 
	tx_buffer, rx_buffer, rx_ready, rx_ready_ack, spi_deselected,
	chanbuf_clken, chanbuf_addr, chanbuf_data_w, chanbuf_data_r, chanbuf_we
);
	input				clk_in;
	input		[7:0]	location;
	output	reg	[1:0]	chanbuf_xbar;
	output	reg	[7:0]	tx_buffer;
	input		[7:0]	rx_buffer;
	input				rx_ready;
	output	reg			rx_ready_ack;
	input				spi_deselected;
	output	reg			chanbuf_clken;
	output	reg	[8:0]	chanbuf_addr;
	output  reg	[7:0]	chanbuf_data_w;
	input   	[7:0]	chanbuf_data_r;
	output  reg			chanbuf_we;
	reg	[1:0]	cmd_arg_data;
	reg [7:0]	cmd;
	reg [1:0]	arg_nbr;
	reg [2:0]	chanbuf_selected;
	reg	[8:0]	addr_pointer;
	reg			chanbuf_clken_req;	 
	reg			read_pending;		 
	reg			read_ready;			 
	initial begin
		cmd_arg_data		<= 2'b00;
		cmd					<= 8'b00000000;
		arg_nbr				<= 2'b00;
		addr_pointer		<= 9'b000000000;
		chanbuf_clken_req	<= 1'b0;
		rx_ready_ack		<= 1'b0;
		tx_buffer			<= 8'b00000000;
		read_pending		<= 1'b0;
		read_ready			<= 1'b0;
		chanbuf_xbar		<= 2'b00;
		chanbuf_selected	<= 3'b000;
	end
	always @ (negedge clk_in) begin
		if(chanbuf_clken_req == 1'b1) begin
			chanbuf_clken	<= 1'b1;
			if(chanbuf_we == 1'b0) begin
				read_pending	<= 1'b1;
			end
		end else begin
			chanbuf_clken   <= 1'b0;
		end
		if(read_ready == 1'b1) begin
			read_ready <= 1'b0;
		end
		if(read_pending == 1'b1) begin
			read_ready	 <= 1'b1;
			read_pending <= 1'b0;
		end
	end
	always @ (posedge clk_in) begin
		if(!chanbuf_clken_req && !read_pending && !read_ready) begin
			if(chanbuf_selected == 3'b000) begin
				chanbuf_selected <= location[3:1];
				chanbuf_xbar	 <= location[3:1] - 1'b1;
			end else if(chanbuf_selected - 1'b1 != chanbuf_xbar) begin
				chanbuf_xbar	 <= chanbuf_selected - 1'b1;
			end
		end
		if(spi_deselected == 1'b1 && rx_ready == 1'b0) begin
			cmd_arg_data <= 2'b00;
		end		
		if(chanbuf_clken_req == 1'b1) begin
			chanbuf_clken_req <= 1'b0;
		end
		if(read_ready == 1'b1) begin
			tx_buffer <= chanbuf_data_r;
		end
		if(rx_ready == 1'b1 && rx_ready_ack == 1'b0) begin
			if(cmd_arg_data == 2'b00) begin
				cmd			 <= rx_buffer;
				case(rx_buffer)
					8'b00000100: begin
						cmd			 <= 8'b00000000;
						cmd_arg_data <= 2'b10;
						chanbuf_addr		<= addr_pointer;
						addr_pointer		<= addr_pointer + 1;
						chanbuf_we   		<= 1'b0;
						chanbuf_clken_req	<= 1'b1;
					end
					8'b00000110: begin
						cmd_arg_data <= 2'b10;
						tx_buffer    <= location;
					end
					8'b00001000: begin
						cmd_arg_data <= 2'b10;
						addr_pointer <= 1'b0;
						tx_buffer    <= 8'd1;
					end
					default: begin
						cmd_arg_data <= 2'b01;
						arg_nbr		 <= 1'b0;
					end
				endcase
			end else if(cmd_arg_data == 2'b01) begin
				case(cmd)
					8'b00000010: begin
						if(location[0] == 0) begin
							addr_pointer <= rx_buffer;
							cmd_arg_data <= 2'b10;
						end else begin
							cmd <= 8'b00000000;
						end
					end
					8'b00000011: begin
						addr_pointer <= rx_buffer + 1;
						cmd_arg_data <= 2'b10;
						chanbuf_addr		<= rx_buffer;
						chanbuf_we   		<= 1'b0;
						chanbuf_clken_req	<= 1'b1;
					end
					8'b00000111: begin
						addr_pointer <= rx_buffer;
					end
					8'b00001001: begin
						chanbuf_selected <= rx_buffer;
					end
				endcase
			end else if(cmd_arg_data == 2'b10) begin
				case(cmd)
					8'b00000010: begin
						chanbuf_addr		<= addr_pointer;
						chanbuf_data_w		<= rx_buffer;
						chanbuf_clken_req	<= 1'b1;
						chanbuf_we   		<= 1'b1;
						addr_pointer		<= addr_pointer + 1'b1;
					end
					8'b00000011: begin
						addr_pointer		<= addr_pointer + 1'b1;
						chanbuf_addr		<= addr_pointer;
						chanbuf_we   		<= 1'b0;
						chanbuf_clken_req	<= 1'b1;
					end
					8'b00000110: begin
						tx_buffer			<= location;
					end
					8'b00001000: begin
						case(addr_pointer)
							0:			tx_buffer <= 8'd2;
							1:			tx_buffer <= 8'd3;
							2:			tx_buffer <= 8'd4;
							default:	tx_buffer <= 8'b11111111;
						endcase
						addr_pointer <= addr_pointer + 1;
					end
				endcase
			end
			rx_ready_ack <= 1'b1;
		end else if(rx_ready == 1'b0 && rx_ready_ack == 1'b1) begin 
			rx_ready_ack <= 1'b0;
		end
	end
endmodule
==> run.sh <==
#!/bin/bash
# OpenROAD 26Q1-2900-gdf79404cd8, Yosys 0.63+post, stock flow scripts
make -C /OpenROAD-flow-scripts/flow DESIGN_CONFIG=/design/flow/config.mk WORK_HOME=/design/flow/orfs finish
==> config.mk <==
export PLATFORM = sky130hd
export DESIGN_NAME = ModuleController
export DESIGN_NICKNAME = ModuleController
export VERILOG_FILES = /design/flow/design.v
export SDC_FILE = /design/flow/constraint.sdc
export NUM_CORES = 4
export LEC_CHECK = 1
export CORE_UTILIZATION = 30
==> constraint.sdc <==
current_design ModuleController

set clk_period 3.3
set clk_io_pct 0.2

create_clock -name clk0 -period $clk_period [get_ports {clk_in}]

set non_clock_inputs [all_inputs -no_clocks]
set_input_delay [expr $clk_period * $clk_io_pct] -clock clk0 $non_clock_inputs
set_output_delay [expr $clk_period * $clk_io_pct] -clock clk0 [all_outputs]
==> flow_summary.json <==
{
  "drtIter0Drc": 152,
  "chip_area_sq_um": 10500,
  "cts_setup_buffers": 0,
  "power.density_nw_per_um2": 484,
  "dpl-instance-area_sq_um": 3770,
  "die_width_um": 102,
  "synth_warnings": 1,
  "yosys-top-cells-count": "edfxtp_1 (37), nor2_1 (30), dfxtp_1 (18)",
  "crit_buf_inv": 1,
  "vdd_drop_max_mv": 0.183,
  "hold_path.class": "register to register",
  "die.size.y_um": 102,
  "numClockSinks": 55,
  "warnings": 34,
  "dr_total_vias": 2429,
  "postRouteAntennaNets": 0,
  "wirelength_um": 7260,
  "met2WireLength_um": 3340,
  "place_congestion": 0.897,
  "worst_slack_ps": 118,
  "synth.most_common_cell": "edfxtp_1",
  "async_flop_share_pct": 0,
  "syn_avg_cell_area_sq_um": 10.2,
  "syn_area_sq_um": 3020,
  "min_to": "read_ready$_DFF_N_",
  "drc": 0,
  "crit_type": "register to output pin",
  "synthCells": 295,
  "grt_pass1_wl_um": 11800,
  "clkTransAtPathRegs_ps": 50,
  "hpwlAfterDp_um": 5570,
  "regToRegStartpoint": "read_ready$_DFF_N_",
  "reg2reg_to": "chanbuf_selected[2]$_DFF_P_",
  "numCtsBuffers": 5,
  "grt_overflow_total": 0,
  "placementRows": 36,
  "cpPeakStageDelay_ps": 290,
  "area_growth_pct": 29.1,
  "cpLargestDelayFamily": "flip-flops",
  "ctsHtreeMaxLevel": 2,
  "core_sq_um": 9770,
  "drv_cap": 0,
  "synth_flops": 55,
  "postSynthSeqShare_pct": 48.7,
  "cts_tree": "done",
  "end_kind": "output pin",
  "viasPerCell": 4.93,
  "rr_worst_depth": 4,
  "slew_headroom_pct": 44.7,
  "dr.pass1.iters": 4,
  "drive_above_1_share_pct": 8.61,
  "grt.total_usage_pct": 15.2,
  "maxSlewViolCount": 0,
  "wl_met3_um": 325,
  "clock_path_buffers": 2,
  "regArea_sq_um": 1470,
  "post-synth-top-area-cell": "edfxtp_1",
  "min_from": "read_pending$_SDFF_NP0_",
  "stdcell_area_sq_um": 3900,
  "yosysUniqueCellTypes": 48,
  "grt_max_degree": 24,
  "topCellsByArea": "edfxtp_1 (37%), dfxtp_1 (12%), mux2i_1 (4.0%)",
  "clock_skew_ps": 63.8,
  "antenna_found_initial": 0,
  "hold_depth": 0,
  "ios": 57,
  "outcome": "finished, final reports clean",
  "antenna_cells": 0,
  "worstPathRequired_ps": 2640,
  "mi_logic_area_sq_um": 1440,
  "yosys-stat-cells": 295,
  "crit_path_start_kind": "register",
  "initCoreUtil_pct": 30.9,
  "setup_violations": 0,
  "top_cell_area_share_pct": 36.8,
  "place_inst": 483,
  "rsz0062_at_grt": "false",
  "hold_viol": 0,
  "p_leak_nw": 1.37,
  "clkLatencyLatePin_ps": 370,
  "cpMaxStageDelayCell": "dfxtp_1",
  "crit_path_max_fanout": 1,
  "ys_chip_area_sq_um": 3020,
  "worst_slew_pin_slew_ps": 830,
  "fill_cells": 985,
  "preCtsSetupSlack_ps": 245,
  "wl_met1_um": 3480,
  "flop_cell": "edfxtp_1",
  "io_buffers": 56,
  "cts-root-buf": "clkbuf_8",
  "avgRoutedWirePerCell_um": 14.7,
  "tns_ps": 0,
  "critPathArrivalTime_ps": 2520,
  "top_layer": "met4",
  "crit_chain": "dlygate4sd2_1",
  "instances_no_fill": 493,
  "rrSetupSlack_ps": 270,
  "edf_count": 37,
  "power_mw": 1.89,
  "grt_pass1_vias": 2267
}
## cell usage in the layout (no fill, tap or decap), drive strengths merged, types with 12 or more instances in the layout
cell,netlist,final
inv,15,18
nor2,30,30
a21oi,12,12
edfxtp,37,37
o21ai,13,13
clkdlybuf4s50,0,55
mux2i,12,12
dfxtp,18,18
nand2,16,16
## stage by stage
step	hold slack, ps	utilization, %
3_3_place_gp	376	38.6
2_1_floorplan	360	-
4_1_cts	377	39.9
6_report	379	39.9
3_5_place_dp	375	38.6
5_1_grt	385	39.9
## kinds of logic (layout without fill, tap and decap cells)
| group | Yosys count | after routing | share of synthesized area [%] |
|---|---|---|---|
| adders and majority gates | 9 | 9 | 3.73 |
| DFF | 55 | 55 | 48.7 |
| and+or+nand+nor | 110 | 110 | 19.8 |
| buffers and inverters | 27 | 92 | 3.65 |
| muxes | 18 | 18 | 6.22 |
| AOI/OAI and AO/OA | 58 | 58 | 12.6 |
| xor gates and xnor gates | 18 | 18 | 5.22 |
## sequential cells by signal, indices dropped and copies added, names as in the netlist
| name | count |
|---|---|
| chanbuf_data_w | 8 |
| read_pending | 1 |
| chanbuf_clken | 1 |
| read_ready | 1 |
| chanbuf_clken_req | 1 |
| cmd | 8 |
| rx_ready_ack | 1 |
| chanbuf_selected | 3 |
| cmd_arg_data | 2 |
| tx_buffer | 8 |
| addr_pointer | 9 |
| chanbuf_xbar | 2 |
| chanbuf_we | 1 |
| chanbuf_addr | 9 |
## power by group
group / switching (mW) / internal, mW
registers: 0.0726 / 0.855
logic: 0.205 / 0.283
clock network: 0.236 / 0.234
total: 0.513 / 1.37
## worst max-delay path by stage
stage                 slack (ps)             startpoint       endpoint  depth (start not counted)
final                        120  chanbuf_clken$_DFF_N_  chanbuf_clken                          1
after global routing         100  chanbuf_clken$_DFF_N_  chanbuf_clken                          1
after CTS                    110  chanbuf_clken$_DFF_N_  chanbuf_clken                          1
## area by class of cell
type / count / area share [%]
inverter: 14 / 1.35
timing repair buffer: 67 / 16.5
multi-input combinational: 213 / 36.9
sequential: 55 / 37.8
clock buffer: 5 / 1.77
tap: 133 / 4.27
clock inverter: 6 / 1.48
## repair_timing
item,4_1_cts,5_1_grt
hold buffers,0,0
gates resized,1,0
endpoints found under the setup margin,1,0
## per-layer routing
metal / up-vias / GRT usage [%]
li1: 1215 / -
met1: 1145 / 24.4
met2: 58 / 23.3
met3: 11 / 2.02
met4: 0 / 1.87
met5: - / 0
No activity file was given, so power comes from the tool's default toggle rates.
